### flow/run.sh
#!/bin/bash
# OpenROAD 26Q1-2900-gdf79404cd8, Yosys 0.63+post, stock flow scripts
make -C /OpenROAD-flow-scripts/flow DESIGN_CONFIG=/design/flow/config.mk WORK_HOME=/design/flow/orfs finish
### flow/config.mk
export PLATFORM = sky130hd
export DESIGN_NAME = three_mux
export DESIGN_NICKNAME = three_mux
export VERILOG_FILES = /design/flow/design.v
export SDC_FILE = /design/flow/constraint.sdc
export NUM_CORES = 4
export LEC_CHECK = 1
export CORE_AREA = 10 10 71 71
export DIE_AREA = 0 0 81 81
### flow/constraint.sdc
current_design three_mux

set clk_period 3.1
set clk_io_pct 0.2

create_clock -name clk0 -period $clk_period

set non_clock_inputs [all_inputs -no_clocks]
set_input_delay [expr $clk_period * $clk_io_pct] -clock clk0 $non_clock_inputs
set_output_delay [expr $clk_period * $clk_io_pct] -clock clk0 [all_outputs]
### flow/design.v
module three_mux
(  
input [1:0] select,
input [31:0] data_in_0,   
input [31:0] data_in_1, 
input [31:0] data_in_2,
output reg [31:0] data_out
);
always @( * ) begin
    case(select)
    2'b00:begin
        data_out = data_in_0;
    end
    2'b01:begin
        data_out = data_in_1;
    end
    2'b10:begin
        data_out = data_in_2;
    end
    default:begin
        data_out = data_in_0;
    end
    endcase
end
endmodule
==> impl_metrics.yaml <==
# generated from flow reports
floorplan:
  die_height_um: 81
  chip_area_um2: 6560
  number_of_primary_i_o_pins: 130
  core-area_um2: 3630
  initial_core_util_pct: 17.5
  die_width_um: 81
  rows: 22
cells_and_area:
  post_layout_nonfiller_instances: 284
  num-clock-buffers: 0
  numSequentialCells: 0
  drive_gt1_share_pct: 2.97
  area.sequential_um2: 0
  area_growth_syn_to_layout_pct: 222
logic_synthesis:
  yosys.area_share.aoi_pct: 62.9
  synthSimpleGateAreaFrac_pct: 18.9
  synth.cell_area_um2: 637
  synth.mux.area_fraction_pct: 0
  synth_largest_type_area_fraction_pct: 37.7
  synthXorXnorAreaFrac_pct: 0
  yosysWarnings: 1
  top_logic_kind: "AND-OR/OR-AND gates"
  synthCells: 113
  synth.cells.most_frequent: "sky130_fd_sc_hd__a22oi_1, sky130_fd_sc_hd__nand2_1, sky130_fd_sc_hd__o21ai_1"
  avgSynthCellArea_um2: 5.64
  synth_stat.cells: 113
  synth_adder_area_share_pct: 3.93
  yosys_area_um2: 637
  synthDominantAreaCellType: "sky130_fd_sc_hd__a22oi_1"
  yosys.stat.seqShare_pct: 0
  synth_cell_type_count: 8
  post_synth_main_area_contributors: "sky130_fd_sc_hd__a22oi_1, sky130_fd_sc_hd__o21ai_1, sky130_fd_sc_hd__nand2_1, sky130_fd_sc_hd__buf_2, sky130_fd_sc_hd__buf_6"
grt:
  grt_usage_pct: 12.0
  globalRouteOverflowTotal: 0
  grt_start_max_net_pins: 43
  grt_pass1_vias: 1282
  grt_pass1_wl_um: 6430
  initial_antenna_violation_count: 0
routing:
  drc_errors: 0
  vias_per_cell: 4.62
  diodes: 0
  drt_wl_total_um: 4620
  drtAntennaViolNets: 0
  wl_cell_um: 16.3
  firstDrtPassIters: 4
  total_number_of_vias: 1311
  detail_route.iter0.violations: 66
placement:
  gp_congestion: 0.775
  detailed_place_hpwl_um: 3770
  post-place-cells: 283
  port-buffer-count: 130
setup_path:
  timing_worst_setup_path_type: "in2out"
  critPathMostFrequentCell: "sky130_fd_sc_hd__clkdlybuf4s50_1"
  maximum_cell_stage_delay_along_the_critical_path_ns: 0.52
  worstPathCellList: "clkdlybuf4s50_1 -> inv_1 -> ha_1 -> buf_12 -> a22oi_1 -> o21ai_1 -> clkdlybuf4s50_1"
  cp_data_required_time_ns: 2.48
  crit_path_end_kind: "output port"
  worst_path_max_delay_cell: "sky130_fd_sc_hd__clkdlybuf4s50_1"
  critPathMaxFanout: 32
  cp-start-kind: "input port"
  crit_path_start: "select[1]"
  cp.arrival_ns: 2.30
pwr:
  worst_ir_drop_vdd_mv: 0.0745
  power.leakage_nw: 0.754
  power_density_nw_per_um2: 163
  p_total_uw: 335
sta:
  setup_total_negative_slack_ns: 0
  slew_headroom_pct: 86.5
  final.period_utilization_pct: 94.3
  finalSetupViolations: 0
  min_period_ns: 2.92
  fmaxAchievable_mhz: 342
  worst-slew-pin-transition_ns: 0.203
  finalMaxSlewViolations: 0
  rsz0062_at_grt: "no"
  timing.final.hold_violations: 0
hold_path:
  hold_start: "data_in_0[17]"
  hold_path.class: "in2out"
status:
  run_status: "finished, final reports clean"
clock_tree:
  post_cts_hold_buffer_count: 0
flow_run:
  warning_count: 33
  max-cap-violations: 0
[kinds of logic (layout without fill, tap and decap cells)]
| logic type | count (synthesis) | after routing |
|---|---|---|
| fa+ha+maj | 2 | 2 |
| simple gates | 32 | 32 |
| compound gates | 64 | 64 |
| buf+inv | 15 | 138 |
[per-layer routing]
| layer | wire length [um] | part of all wire, % | GRT usage, % | vias to the layer above |
|---|---|---|---|---|
| met5 | 0 | 0 | 0 | - |
| li1 | - | - | - | 668 |
| met2 | 2230 | 48 | 21.1 | 73 |
| met1 | 1840 | 40 | 14.1 | 568 |
| met4 | 12 | 0.26 | 0.346 | 0 |
| met3 | 546 | 12 | 5.12 | 2 |
[worst paths after layout]
| path | to | slack [ns] | cells past startpoint |
|---|---|---|---|
| worst max-delay path | data_out[8] | 0.18 | 7 |
| worst min-delay path | data_out[17] | 2.14 | 4 |
[cells in the final DEF (no fill, tap or decap)]
master,instances
sky130_fd_sc_hd__a22oi_1,32
sky130_fd_sc_hd__clkdlybuf4s50_1,130
sky130_fd_sc_hd__ha_1,1
sky130_fd_sc_hd__clkbuf_16,1
sky130_fd_sc_hd__ha_4,1
sky130_fd_sc_hd__o21ai_0,2
sky130_fd_sc_hd__o21ai_1,30
sky130_fd_sc_hd__nand2_1,32
sky130_fd_sc_hd__buf_12,5
sky130_fd_sc_hd__inv_1,2
[worst max-delay path: cells and delay by family]
kind / cells / cell delay, ns
AOI/OAI and AO/OA: 2 / 0.28
adders and majority gates: 1 / 0.21
buffers and inverters: 4 / 1.19
[repair_timing]
action / CTS / global route
endpoints found under the setup margin: 0 / 4
gates resized: 0 / 1
setup buffers: 0 / 0
[metrics by stage]
step,hold slack [ns],utilization [%],setup slack (ns),area (um^2)
floorplan,1.30,-,1.16,637
global placement,2.15,55.5,0.106,2020
detailed placement,2.15,55.5,0.0838,2020
CTS,2.16,55.5,0.0911,2020
global route,2.17,56.5,0.0696,2050
finish,2.14,56.5,0.177,2050
[power breakdown]
| part | total (mW) | switching, mW | internal [mW] |
|---|---|---|---|
| Combinational | 0.335 | 0.0951 | 0.239 |
| Sequential | 0 | 0 | 0 |
| Clock | 0 | 0 | 0 |
| Total | 0.335 | 0.0951 | 0.239 |
[area by class of cell]
cell class                      count  area [um^2]
Fill cell                         315         1580
Inverter                            2         7.51
Multi-Input combinational cell     98          558
Tap cell                           48         60.1
Timing Repair Buffer              136         1430
Power figures rest on the tool's default switching activity, not on a simulated workload.
