[./design.v]
module alu(
    input[31:0] mux1,
    input[31:0] mux2, 
    input[3:0]  AluSel,
    output reg[31:0] data_out
);
always @(*) begin
    case(AluSel)
    4'b0000:data_out = mux1+ mux2;       
    4'b0001:data_out = mux1 - mux2;      
    4'b0010:data_out = mux1 >> mux2;     
    4'b0011:data_out = mux1 << mux2;     
    4'b0100:data_out = mux1 ^ mux2;      
    4'b0101:data_out = mux1 | mux2;      
    4'b0110:data_out = mux1 & mux2;      
    4'b0111:data_out = ($signed(mux1) < $signed(mux2))? 1:0;         
    4'b1000:data_out = ($unsigned(mux1) < $unsigned(mux2))? 1:0;     
    4'b1001:data_out = mux1 >>> mux2;    
    default: data_out = 32'hffffffff;
    endcase
end
endmodule
[./run.sh]
#!/bin/bash
# OpenROAD 26Q1-2900-gdf79404cd8, Yosys 0.63+post, stock flow scripts
make -C /OpenROAD-flow-scripts/flow DESIGN_CONFIG=/design/flow/config.mk WORK_HOME=/design/flow/orfs finish
[./config.mk]
export PLATFORM = sky130hd
export DESIGN_NAME = alu
export DESIGN_NICKNAME = alu
export VERILOG_FILES = /design/flow/design.v
export SDC_FILE = /design/flow/constraint.sdc
export NUM_CORES = 4
export LEC_CHECK = 1
export CORE_UTILIZATION = 30
[./constraint.sdc]
current_design alu

set clk_period 18.5
set clk_io_pct 0.2

create_clock -name clk0 -period $clk_period

set non_clock_inputs [all_inputs -no_clocks]
set_input_delay [expr $clk_period * $clk_io_pct] -clock clk0 $non_clock_inputs
set_output_delay [expr $clk_period * $clk_io_pct] -clock clk0 [all_outputs]
==> impl_metrics.toml <==
# generated from flow reports
[logic_synthesis]
ys_seq_share_pct = 0
ys_chip_area_um2 = 8880
synth_cell_type_count = 80
yosysCellCount = 1378
postSynthCellCount = 1378
syn_area_um2 = 8880
yosysWarnings = 1
synth.avg_cell_area_um2 = 6.45

[status]
outcome = "finished, final reports clean"

[sta]
fin_crit_ns = 12.11
finalCritPeriodShare_pct = 65.5
setup_tns_ns = 0
hold_viol = 0
slew_headroom_pct = 34.7
final-setup-viol-count = 0
fin_hold_ws_ns = 8.66
maxSlewViolCount = 0
tightest_slew_ns = 0.955
rsz0062_at_grt = "false"
layout_setup_ws_ns = 6.39
max_freq_mhz = 82.5

[global_route]
gr-usage-all-layers_pct = 29.6
antenna_found_initial = 2
grt.overflow.total = 0
grt_pass1_wl_mm = 67.4
grt_max_degree = 70
first_global_vias = 10422

[routing]
detail_route.iter0.violations = 1303
drc = 0
routed_wl_mm = 45.4
dr.pass1.iters = 5
post_drt_via_cell_ratio = 6.39
wl_per_cell_um = 25.5
ant_nets = 0
routed-via-count = 11375

[cells_and_area]
regArea_um2 = 0
fin_cells = 1779
clkbuf_count = 0
syn2layout_area_growth_pct = 13.8
drive_gt1_share_pct = 6.75
seq_cells = 0

[power_and_ir_drop]
powerDensity_nw_per_um2 = 28.0
p_sw_share_pct = 61.4
internal-power_mw = 0.109
switchingPower_mw = 0.174
peakVddDrop_mv = 0.00919
leakagePower_nw = 4.00

[clocking]
cts.repair.resized = 0
post-cts-setup-buffers = 0
cts.hold.buffers_added = 0

[floorplanning]
core_area_um2 = 28900
std_cell_rows = 62
die_w_um = 174
fp_util_pct = 30.7
chip_area_um2 = 30300
io_pins = 100
dieHeight_um = 174

[flow_run]
tool_warnings = 96
max_cap_violations = 0

[worst_setup_path]
cp-end-kind = "primary output"
critPathLaunchType = "primary input"
worstSetupPathType = "primary input to primary output"
startpoint = "mux2[4]"
crit_fanout = 45
cp_data_arrival_time_ns = 8.41
cp.required_ns = 14.80

[hold_path]
hold_class = "primary input to primary output"
hold_path_depth = 7
hold_path.startpoint = "mux2[3]"
whs_endpoint = "data_out[10]"

[place]
place_hpwl_mm = 35.1
io_buffers = 100
place_ws_ns = 6.46
place.gp.congestion = 1.05
dp.cells = 1776
## synth_stat cells (4+ instances only)
master	instances	area, µm²
nor2_1	126	473
a21oi_1	127	636
a31oi_1	26	163
nor3_1	37	185
or4_1	8	60.1
o31ai_1	17	128
o211ai_1	29	218
o21ba_2	4	40.0
o221a_2	4	45.0
mux2i_1	37	370
a2111oi_0	14	123
o221ai_1	17	149
o21bai_1	11	82.6
o22ai_1	12	75.1
a221oi_1	15	131
nor4_1	13	81.3
nor2b_1	18	113
nand2b_1	14	87.6
a211oi_1	31	233
a22oi_1	6	45.0
nand4_1	8	50.1
o2111ai_1	5	43.8
mux2_2	12	135
or3_1	7	43.8
buf_1	13	48.8
o21ai_0	129	646
a211o_1	11	96.3
a21boi_0	5	37.5
and3_1	13	81.3
and2_1	8	50.1
a21o_1	25	188
mux4_2	25	563
a221o_1	8	80.1
nand2_1	141	529
o21a_1	8	60.1
nand3_1	31	155
clkbuf_1	78	293
inv_1	93	349
nand3b_1	4	30.0
o311ai_0	6	52.6
nor3b_1	4	30.0
ha_1	96	1200
buf_2	22	110
a311oi_1	5	43.8
## logic make-up after synthesis
kind of cell | share of synthesized area, %
compound gates | 41.1
buf+inv | 9.37
fa+ha+maj | 14.0
mux | 12.0
xor+xnor | 0.0986
simple gates | 23.5
## power by group through the flow
stage	registers, mW	clock network, mW	logic, mW
CTS	0	0	0.277
global route	0	0	0.305
## critical path: stages
cell	delay [ns]
clkdlybuf4s50_1	0.45
buf_4	0.42
inv_1	0.42
ha_1	0.54
nor2b_1	0.11
o21ba_2	0.21
o31a_1	0.28
a211oi_2	0.43
a211oi_1	0.22
o31ai_1	0.51
o21bai_1	0.22
nor3b_1	0.19
o211ai_1	0.19
clkdlybuf4s50_1	0.49
## worst max path at each step
stage | end | cells after the start
CTS | data_out[0] | 14
global route | data_out[18] | 14
finish | data_out[0] | 14
## layout by cell type, fill, tap and decap left out, drive strengths merged, types with 18 or more instances in the layout
master / count
o21ai: 131
o211ai: 29
nor3: 38
buf: 34
a21oi: 127
nor2b: 18
ha: 96
nand3: 31
clkdlybuf4s50: 96
nand2: 141
mux2i: 37
a31oi: 26
a211oi: 32
mux4: 25
inv: 93
nor2: 126
a21o: 25
## layout make-up
cell class	instances	area [µm²]
Tap cell	384	480
Timing Repair Buffer	130	1210
Fill cell	3111	18800
Inverter	95	357
Multi-Input combinational cell	1167	8060
Antenna cell	3	7.51
## through the flow
stage	utilization (%)	area [µm²]	power [mW]
5_1_grt	34.9	10100	0.305
3_5_place_dp	34.9	10100	0.275
3_3_place_gp	34.9	10100	0.277
6_report	34.9	10100	0.283
2_1_floorplan	-	8880	0.169
4_1_cts	34.9	10100	0.277
## metal layers
metal,vias to the layer above,track usage [%],share of wire [%]
met3,88,7.42,11
met2,621,42.9,42
li1,5215,-,-
met5,-,0,0
met1,5451,43.1,44
met4,0,9.28,3.8
Power is estimated from default activity; no workload was simulated.
