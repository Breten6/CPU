==> design.v <==
module branch_comp(
    input[31:0] data_in_A,
    input[31:0] data_in_B,
    input brun_sel,
    output reg br_eq,
    output reg br_lt
);
always @( * ) begin
    case(brun_sel)
    1'b0:begin
        br_eq = ($signed(data_in_A) == $signed(data_in_B))? 1:0;
        br_lt = ($signed(data_in_A) < $signed(data_in_B))? 1:0;
    end
    1'b1:begin
        br_eq = ($unsigned(data_in_A) == $unsigned(data_in_B))? 1:0;
        br_lt = ($unsigned(data_in_A) < $unsigned(data_in_B))? 1:0;
    end
    endcase
end
endmodule
==> run.sh <==
#!/bin/bash
# OpenROAD 26Q1-2900-gdf79404cd8, Yosys 0.63+post, stock flow scripts
make -C /OpenROAD-flow-scripts/flow DESIGN_CONFIG=/design/flow/config.mk WORK_HOME=/design/flow/orfs finish
==> config.mk <==
export PLATFORM = sky130hd
export DESIGN_NAME = branch_comp
export DESIGN_NICKNAME = branch_comp
export VERILOG_FILES = /design/flow/design.v
export SDC_FILE = /design/flow/constraint.sdc
export NUM_CORES = 4
export LEC_CHECK = 1
export CORE_AREA = 10 10 74 74
export DIE_AREA = 0 0 84 84
==> constraint.sdc <==
current_design branch_comp

set clk_period 2.5
set clk_io_pct 0.2

create_clock -name clk0 -period $clk_period

set non_clock_inputs [all_inputs -no_clocks]
set_input_delay [expr $clk_period * $clk_io_pct] -clock clk0 $non_clock_inputs
set_output_delay [expr $clk_period * $clk_io_pct] -clock clk0 [all_outputs]
==> summary.txt <==
run metrics: status=finished, final reports clean, CLK BUF=0, largest net degree at the start of global routing=4, Critical Path RT=2.00 ns, cell area after synthesis=815 µm², GPL Wtd Cong=0.812, Starting Density=20.5%, # diodes=0, Netlist cell types=22, CP Capture Type=output port, grt ovf=0, synthesis area per yosys=815 µm², vias in the first global route=1,081, DP Cell Count=240, Mean Syn Cell Area=7.27 µm², DR vias/cell=4.30, DRC=0, share of layout cells above drive strength 1=56.2%, Final Hold Vio Count=0, Flops=0, Flop area=0 µm², power density cells=150 nW/µm², most common cell in the netlist=inv_1, first-pass detailed-route iteration total=2, Max-Cap Viols=0, FILL cells=389, via count=1,048, initial antenna violation count=0, Antenna Violating Nets Remaining=0, ys cells=112, worst hold path startpoint=data_in_A[31], Synth Seq Share=0%, Setup crit start kind=input port, DIE AREA=7060 µm², Final Instance Area=1860 µm², # setup viols final=0, Routed WL per cell=11.8 µm, main area contributors=ha_1 (49%), inv_1 (15%), a21oi_1 (6.1%), dpl cell area=1630 µm², post-synth top area share=49.2%, Peak VDD IR=0.0000551 V, RSZ-0062 raised after global routing=true, fin crit share=99.9%, Die Wd=84 µm, Fmax=0.400 GHz, number of port buffers=67, post-synthesis cell count=112, Worst Tran Pin Value=0.262 ns, final core occ=46.8%, fin cells=244, core area=3970 µm², Rows=23, WP data arrival=2.00 ns, Die Ht=84 µm, CP startpoint=data_in_A[10], All-Layer GR Usage=7.78%, area leader, netlist=ha_1, crit path time final=2.50 ns, Pleak=0.891 nW, CP Class=input port to output port, Tool Warnings=33, worst min path class=input port to output port, area grow syn2layout=128%, fin worst setup slack=0.00205 ns, top cells by count, synth=inv_1 (33), ha_1 (32), a21oi_1 (10), nand2_1 (7), nand4_1 (6), Synth Warn #=1, I/O pins=67, worst-path fanout max=2, combinational gate area=1040 µm², post-detail-place hpwl=2540 µm, drt total wl=2890 µm, first-pass GRT wire length=4850 µm, slew margin rel.=82.6%, fin. max-slew vios=0, sum of negative setup slack=0 ns, starting DRC count in detailed routing=9, pre-CTS setup slack=-0.875 ns
==> per-layer routing <==
metal	track usage [%]	part of all wire, %	vias up
met1	10.1	47	452
met2	13.4	46	38
met5	0	0	-
met4	0	0	0
met3	1.77	6.5	0
li1	-	-	558
==> timing repair <==
| item | 4_1_cts | 5_1_grt |
|---|---|---|
| setup buffers | 3 | 1 |
| hold endpoints to repair | 0 | 0 |
| pin swaps | 49 | 22 |
| hold buffers | 0 | 0 |
| cloned | 0 | 0 |
| endpoints found under the setup margin | 2 | 2 |
| gates resized | 196 | 19 |
==> report_power, final <==
part / internal [mW] / leakage [nW] / switching (mW) / total (mW)
registers: 0 / 0 / 0 / 0
logic: 0.168 / 0.891 / 0.111 / 0.279
clock network: 0 / 0 / 0 / 0
==> worst max-delay path, cell delays in order <==
cell and delay, ns:
buf_2 0.10, ha_1 0.29, nand4_1 0.17, nor2_1 0.06, a221o_1 0.32, o31a_1 0.31
o32ai_2 0.11, buf_2 0.14
==> cell families (layout without fill, tap and decap cells) <==
logic type               Yosys count  count (layout)  share of synthesized area, %
adder cells (fa/ha/maj)           32              32                          49.2
AND/OR/NAND/NOR                   24              24                          15.2
AND-OR/OR-AND                     23              23                          20.4
buffers and inverters             33             115                          15.2
==> stage by stage <==
step / total power, mW / hold slack [ns]
after floorplan: 0.0922 / 1.05
after global placement: 0.237 / 2.01
after detailed placement: 0.238 / 2.01
after CTS: 0.277 / 1.48
after global routing: 0.315 / 1.53
final: 0.279 / 1.50
==> area by class of cell <==
type,instances,area share (%)
Tap cell,50,3.36
Inverter,33,6.93
Timing Repair Buffer,82,33.8
Multi-Input combinational cell,79,55.9
==> final timing paths <==
kind                end  slack [ns]  depth (start not counted)
setup / recovery  br_lt       0.002                          8
hold / removal    br_lt        1.50                          6
==> cells in the final DEF (no fill, tap or decap) <==
cell type | netlist | routed
o211ai_1 | 1 | 1
buf_2 | 0 | 21
clkbuf_2 | 0 | 7
ha_1 | 32 | 7
nor2b_1 | 1 | 1
clkdlybuf4s50_1 | 0 | 7
nor4_4 | 0 | 1
ha_4 | 0 | 22
o221ai_2 | 1 | 1
nand2_1 | 7 | 6
dlygate4sd2_1 | 0 | 20
a221o_1 | 2 | 2
inv_1 | 33 | 13
clkdlybuf4s15_1 | 0 | 6
nand2_2 | 0 | 1
a21oi_1 | 10 | 4
a21boi_2 | 0 | 1
buf_6 | 0 | 7
nand3_1 | 4 | 4
nor2_1 | 2 | 2
o32ai_2 | 0 | 1
a21oi_2 | 0 | 6
a21o_1 | 2 | 2
and4_1 | 1 | 1
nor3_2 | 0 | 1
nand4_1 | 6 | 6
o21ai_1 | 0 | 2
inv_2 | 0 | 18
inv_4 | 0 | 2
ha_2 | 0 | 3
a221oi_2 | 1 | 2
and2_4 | 0 | 1
buf_4 | 0 | 14
o31a_1 | 1 | 1
Power and IR drop assume default switching activity.
